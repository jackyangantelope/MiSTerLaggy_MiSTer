`flow/run.sh`:
```
#!/bin/bash
# OpenROAD 26Q1-2900-gdf79404cd8, Yosys 0.63+post, stock flow scripts
make -C /OpenROAD-flow-scripts/flow DESIGN_CONFIG=/design/flow/config.mk WORK_HOME=/design/flow/orfs finish
```
`flow/config.mk`:
```
export PLATFORM = sky130hd
export DESIGN_NAME = crtc
export DESIGN_NICKNAME = crtc
export VERILOG_FILES = /design/flow/design.v
export SDC_FILE = /design/flow/constraint.sdc
export NUM_CORES = 4
export LEC_CHECK = 1
export CORE_UTILIZATION = 40
```
`flow/constraint.sdc`:
```
current_design crtc

set clk_period 13.2
set clk_io_pct 0.2

create_clock -name clk0 -period $clk_period [get_ports {clk}]

set non_clock_inputs [all_inputs -no_clocks]
set_input_delay [expr $clk_period * $clk_io_pct] -clock clk0 $non_clock_inputs
set_output_delay [expr $clk_period * $clk_io_pct] -clock clk0 [all_outputs]
```
`flow/design.v`:
```
module crtc(
    input clk,
    input reset,
    output ce_pixel,
    input [1:0] wr,
    input [4:0] address,
    input [15:0] din,
    output [15:0] dout,
    output hsync,
    output hblank,
    output [11:0] hcnt,
    output vsync,
    output vblank,
    output [11:0] vcnt,
    output [11:0] arx,
    output [11:0] ary,
	output [5:0] pll_addr,
	output [31:0] pll_value,
	output reg pll_write,
	input      pll_busy
);
reg [15:0] ctrl[32];
wire [9:0] ce_num = ctrl[0][9:0];
wire [9:0] ce_denom = ctrl[1][9:0];
wire [11:0] hact = ctrl[2][11:0];
wire [11:0] hfp = ctrl[3][11:0];
wire [11:0] hs = ctrl[4][11:0];
wire [11:0] hbp = ctrl[5][11:0];
wire [11:0] vact = ctrl[6][11:0];
wire [11:0] vfp = ctrl[7][11:0];
wire [11:0] vs = ctrl[8][11:0];
wire [11:0] vbp = ctrl[9][11:0];
assign arx = ctrl[10][11:0];
assign ary = ctrl[11][11:0];
assign pll_addr = ctrl[14][5:0];
assign pll_value = {ctrl[12], ctrl[13]};
localparam PLL_IO_REG = 15;
localparam HCNT_REG = 16;
localparam VCNT_REG = 17;
assign hcnt = ctrl[HCNT_REG][11:0];
assign vcnt = ctrl[VCNT_REG][11:0];
wire ce_pixel2;  
jtframe_frac_cen ce_pix_frac(
    .clk(clk),
    .cen_in(1),
    .n(ce_num),
    .m(ce_denom),
    .cen({ce_pixel2, ce_pixel}),
    .cenb()
);
reg [11:0] hb_start, vb_start;
reg [11:0] hs_start, vs_start;
reg [11:0] hs_end, vs_end;
assign hblank = hcnt >= hb_start || hcnt < hbp;
assign hsync = hcnt >= hs_start && hcnt < hs_end;
assign vblank = vcnt >= vb_start || vcnt < vbp;
assign vsync = vcnt >= vs_start && vcnt < vs_end;
assign dout = address == PLL_IO_REG ? {16{pll_busy}} : ctrl[address];
wire pll_io_req = wr[0] && address == PLL_IO_REG;
always_ff @(posedge clk) begin
    reg pll_io_req_prev;
    if (reset) begin
        ctrl[HCNT_REG] <= 16'd0;
        ctrl[VCNT_REG] <= 16'd0;
    end
    if (wr[0]) ctrl[address][7:0] <= din[7:0];
    if (wr[1]) ctrl[address][15:8] <= din[15:8];
    pll_io_req_prev <= pll_io_req;
    pll_write <= pll_io_req & ~pll_io_req_prev;
    hb_start <= hact + hbp;
    vb_start <= vact + vbp;
    hs_start <= hb_start + hfp;
    vs_start <= vb_start + vfp;
    hs_end <= hs_start + hs;
    vs_end <= vs_start + vs;
    if (ce_pixel) begin
        ctrl[HCNT_REG] <= hcnt + 12'd1;
        if (hcnt >= (hs_end - 1)) begin
            ctrl[HCNT_REG] <= 16'd0;
            ctrl[VCNT_REG] <= vcnt + 12'd1;
            if (vcnt >= (vs_end - 1)) begin
                ctrl[VCNT_REG] <= 16'd0;
            end
        end
    end
end
endmodule
module jtframe_frac_cen #(parameter W=2)(
    input         clk,
    input         cen_in,
    input   [9:0] n,          
    input   [9:0] m,          
    output reg [W-1:0] cen,
    output reg [W-1:0] cenb  
);
wire [10:0] step={1'b0,n};
wire [10:0] lim ={1'b0,m};
wire [10:0] absmax = lim+step;
reg  [10:0] cencnt=11'd0;
reg  [10:0] next;
reg  [10:0] next2;
always @(*) begin
    next  = cencnt+step;
    next2 = next-lim;
end
reg  half    = 1'b0;
wire over    = next>=lim;
wire halfway = next >= (lim>>1)  && !half;
reg  [W-1:0] edgecnt = {W{1'b0}};
wire [W-1:0] next_edgecnt = edgecnt + 1'b1;
wire [W-1:0] toggle = next_edgecnt & ~edgecnt;
always @(posedge clk) begin
    cen  <= {W{1'b0}};
    cenb <= {W{1'b0}};
    if (cen_in) begin
        if( cencnt >= absmax ) begin
            cencnt <= 11'd0;
        end else
        if( halfway ) begin
            half <= 1'b1;
            cenb[0] <= 1'b1;
        end
        if( over ) begin
            cencnt <= next2;
            half <= 1'b0;
            edgecnt <= next_edgecnt;
            cen <= { toggle[W-2:0], 1'b1 };
        end else begin
            cencnt <= next;
        end
    end
end
endmodule
```
==> impl_metrics.env <==
# physical design summary
export IMPL_synth_warnings=3
export IMPL_syn_to_final_growth_pct=14.47
export IMPL_cts_tree="done"
export IMPL_relSlewSlack=0.3469
export IMPL_hold_path_cell_count=1
export IMPL_nFillCells=6173
export IMPL_synthArstFlopShare=0
export IMPL_postCtsSetupRepairBufs=0
export IMPL_worst_pin_slew_ns=0.9760
export IMPL_period_used=0.6759
export IMPL_startpoint_type="input pin"
export IMPL_final_util=0.4661
export IMPL_clockRootBuffer="clkbuf_16"
export IMPL_clkSlewWorstSetupHoldPaths_ns=0.06
export IMPL_finalSetupViolCount=0
export IMPL_numCtsBuffers=61
export IMPL_finalHoldViolations=0
export IMPL_rsz0062_at_grt="false"
export IMPL_grt_pass1_vias=19070
export IMPL_worstPathRequired_ns=10.56
export IMPL_critPathKind="input pin to output pin"
export IMPL_synth_area_sq_um=29360
export IMPL_gr_total_overflow=0
export IMPL_post_route_drc_count=0
export IMPL_yosys_stat_cells=2110
export IMPL_ctsHoldBuffers=0
export IMPL_rrSetupSlack_ns=9.12
export IMPL_ys_flops=589
export IMPL_core_area_sq_um=72100
export IMPL_p_leak_uw=0.01229
export IMPL_syn_mean_instance_area_sq_um=13.91
export IMPL_tool_warnings=27
export IMPL_grt_antenna_before_repair=0
export IMPL_clock_path_buffers=3
export IMPL_min_period_ns=8.921
export IMPL_port_buffers=133
export IMPL_drive_above_1_share=0.1344
export IMPL_rows=98
export IMPL_vias=18130
export IMPL_cts_sinks=589
export IMPL_die_w_microns=272.9
export IMPL_clock_power_share=0.324
export IMPL_rr_endpoint="ce_pix_frac.cencnt[1]"
export IMPL_cap_viol_max_count=0
export IMPL_worst_r2r_cell_count=13
export IMPL_die_area_sq_um=74480
export IMPL_fp_utilization=0.4072
export IMPL_fin_skew_ns=0.06828
export IMPL_dr_pass1_iters=5
export IMPL_viasPerCell=5.569
export IMPL_antenna_left=0
export IMPL_p_comb_frac=0.240
export IMPL_p_per_area_nw_per_um2=158.4
export IMPL_grt_max_degree=55
export IMPL_grt_pass1_wl_microns=119000
export IMPL_status="finished clean"
export IMPL_hold_path_class="flop to flop"
export IMPL_flop_cell="edfxtp_1"
export IMPL_routedWlPerCell_microns=24.48
export IMPL_syn_instance_count=2110
export IMPL_clock_fmax_ghz=0.1121
export IMPL_hold_end="pll_write"
export IMPL_worst_ep_arrival_time_ns=6.28
export IMPL_ys_seq_share=0.5732
export IMPL_hpwl_microns=56680
export IMPL_crit_fanout=40
export IMPL_insertion_delay_ns=0.66
export IMPL_p_int_uw=3760
export IMPL_die_height_microns=272.9
export IMPL_ioPinCount=134
export IMPL_p_seq_frac=0.436
export IMPL_fin_cells=3256
export IMPL_drt_wl_total_microns=79700
export IMPL_antennaDiodeCount=0
export IMPL_placedCellCount=3142
export IMPL_track_usage=0.2341
export IMPL_gp_congestion=0.9387
export IMPL_tns_ns=0
export IMPL_switching_share=0.2937
export IMPL_edf_count=503
export IMPL_yosysUniqueCellTypes=70
export IMPL_net_switching_power_uw=1564
export IMPL_reg2reg_from="ctrl[0][0]"
export IMPL_drv_slew=0
export IMPL_h_tree_depth=2
export IMPL_synth_area_yosys_sq_um=29360
export IMPL_post_cts_resized=0
export IMPL_cp_end_kind="output pin"
export IMPL_vdd_ir_drop_max_mv=0.1104
export IMPL_drtIter0Drc=1193
through the flow:
step                power [uW]  instance area, sq um  setup WS, ns  hold WS (ns)
floorplan                 3220                 29360         6.364        0.3763
global placement          3606                 31590         4.304        0.4142
detailed placement        3634                 31590         4.280        0.4023
CTS                       5359                 33600         4.235        0.4209
global route              5601                 33600         4.003        0.4314
finish                    5324                 33600         4.279        0.4133
state kept, by name (all words and copies together), names as in the netlist, named ones only:
register and cells:
pll_write 1, hs_end 12, vs_end 12, vb_start 12, ce_pix_frac.cencnt 11, vs_start 12, hs_start 12, ctrl 503
hb_start 12, ce_pix_frac.cen 1
power groups by stage:
| stage | Sequential, uW | Clock, uW | Combinational, uW |
|---|---|---|---|
| finish | 2320 | 1720 | 1280 |
| global route | 2340 | 1820 | 1440 |
| CTS | 2320 | 1750 | 1280 |
cells by family (layout without fill, tap and decap cells):
| logic type | Yosys count | in the layout | share of synthesized area |
|---|---|---|---|
| DFF | 589 | 589 | 0.5732 |
| and+or+nand+nor | 446 | 446 | 0.07216 |
| AOI/OAI and AO/OA | 337 | 337 | 0.07540 |
| buffers and inverters | 259 | 455 | 0.04428 |
| adders and majority gates | 216 | 216 | 0.09411 |
| muxes | 155 | 155 | 0.1086 |
| xor gates and xnor gates | 108 | 108 | 0.03222 |
cells in the final DEF, fill, tap and decap left out, drive strengths merged, types with 33 or more instances in the layout:
cell type and n:
nor2 134, clkdlybuf4s50 129, edfxtp 503, ha 208
xor2 33, clkbuf 72, o21a 35, mux4 127
dfxtp 86, a21oi 85, nand2 102, nor3 44
nand3 47, inv 148, o21ai 65, buf 64
xnor2 75
metal layers:
layer,vias to the layer above,GRT usage,share of wire
met4,0,0.05988,0.032
met5,-,0,0
met1,8734,0.3086,0.38
met3,129,0.1432,0.14
met2,979,0.3406,0.45
li1,8292,-,-
how the worst max path moves through the flow:
stage,depth (start not counted),to,from
CTS,8,dout[5],address[0]
finish,8,dout[5],address[0]
global route,8,dout[0],address[0]
area by class of cell:
type,instances,area [sq um],area share
Sequential cell,589,16830,0.5007
Multi-Input combinational cell,1262,11240,0.3344
Timing Repair Buffer,194,1784,0.05309
Clock buffer,71,1585,0.04717
Tap cell,950,1189,0.03537
Inverter,147,551.8,0.01642
Clock inverter,43,432.9,0.01288
critical path, cell delays in order:
cell and delay [ns]:
clkbuf_8 0.34, buf_4 0.63, buf_4 0.67, mux4_2 0.59, mux4_2 0.52, mux2i_1 0.15
a31oi_1 0.10, clkdlybuf4s50_1 0.51
Yosys cell counts (35+ instances only):
cell	n	area, sq um
nor2_1	134	503.0
inv_1	147	551.8
buf_4	64	480.5
o21a_1	35	262.8
edfxtp_1	503	15100
nor3_1	44	220.2
xnor2_1	75	656.9
o21ai_0	52	260.3
ha_1	208	2603
nand3_1	47	235.2
mux4_2	127	2860
nand2_1	101	379.1
dfxtp_1	86	1722
a21oi_1	85	425.4
Power figures rest on the tool's default switching activity, not on a simulated workload.
